===== ./run.sh =====
#!/bin/bash
# OpenROAD 26Q1-2900-gdf79404cd8, Yosys 0.63+post, stock flow scripts
make -C /OpenROAD-flow-scripts/flow DESIGN_CONFIG=/design/flow/config.mk WORK_HOME=/design/flow/orfs finish

===== ./config.mk =====
export PLATFORM = sky130hd
export DESIGN_NAME = I2C_1
export DESIGN_NICKNAME = I2C_1
export VERILOG_FILES = /design/flow/design.v
export SDC_FILE = /design/flow/constraint.sdc
export NUM_CORES = 4
export LEC_CHECK = 1
export CORE_AREA = 10 10 94 94
export DIE_AREA = 0 0 104 104

===== ./constraint.sdc =====
current_design I2C_1

set clk_period 2.7
set clk_io_pct 0.2

create_clock -name clk0 -period $clk_period [get_ports {CLK}]

set non_clock_inputs [all_inputs -no_clocks]
set_input_delay [expr $clk_period * $clk_io_pct] -clock clk0 $non_clock_inputs
set_output_delay [expr $clk_period * $clk_io_pct] -clock clk0 [all_outputs]

===== ./design.v =====
module I2C_1 (
    input  wire        CLK,
    input  wire        RST,
    input  wire [7:0]  data_in,
    input  wire [6:0]  addr_in, 
    inout  wire        SDA,
    output reg         SCL
);
reg i2c_sda;
reg i2c_sda_en;       
assign SDA = i2c_sda_en ? 1'bz : i2c_sda;
reg [7:0] state;
reg [3:0] count;
reg [7:0] tx_data;
localparam IDLE      = 0;
localparam START     = 1;
localparam ADDR      = 2;
localparam ACK_WAIT1 = 3;
localparam DATA      = 4;
localparam ACK_WAIT2 = 5;
localparam STOP      = 6;
localparam SCL_DIV_COUNT = 250;
reg [8:0] scl_count;
always @(posedge CLK) begin
    if (RST) begin
        scl_count <= 0;
        SCL <= 1;
    end else begin
        if (state != IDLE) begin
            if (scl_count < SCL_DIV_COUNT - 1)
                scl_count <= scl_count + 1;
            else begin
                SCL <= ~SCL;
                scl_count <= 0;
            end
        end else begin
            SCL <= 1;
            scl_count <= 0;
        end
    end
end
always @(posedge CLK) begin
    if (RST) begin
        state       <= IDLE;
        i2c_sda     <= 1;
        i2c_sda_en  <= 1;
        count       <= 0;
        tx_data     <= 0;
    end else begin
        if (scl_count == 0) begin
            case(state)
            IDLE: begin
                i2c_sda_en <= 0;
                i2c_sda    <= 1;
                if (SCL == 1) state <= START;
            end
            START: begin
                if (SCL == 1) begin
                    i2c_sda    <= 0;
                    i2c_sda_en <= 0;
                    tx_data    <= {addr_in, 1'b0};
                    count      <= 7;
                    state      <= ADDR;
                end
            end
            ADDR: begin
                i2c_sda_en <= 0;  
                if (SCL == 0) begin
                    i2c_sda    <= tx_data[count];
                end else begin
                    if (count == 0) begin
                        state <= ACK_WAIT1;
                        count <= 7;
                    end
                    else count <= count - 1;
                end
            end
            ACK_WAIT1: begin
                if (SCL == 0) begin
                    i2c_sda_en <= 1;        
                end 
                else begin
                    tx_data <= data_in;
                    count   <= 7;
                    state   <= DATA;
                end
            end
            DATA: begin
                i2c_sda_en <= 0;  
                if (SCL == 0) begin
                    i2c_sda   <= tx_data[count];
                end else begin
                    if (count == 0) begin
                        state <= ACK_WAIT2;
                        count <= 7;
                    end
                    else count <= count - 1;
                end
            end
            ACK_WAIT2: begin
                if (SCL == 0) begin
                    i2c_sda_en <= 1;              
                end else begin
                    state <= STOP;
                end
            end
            STOP: begin
                if (SCL == 0) begin
                    i2c_sda_en <= 0;
                    i2c_sda    <= 0;
                end else begin
                    i2c_sda    <= 1;
                    i2c_sda_en <= 0;
                    state      <= IDLE;
                end
            end
            default: state <= IDLE;
            endcase
        end
    end
end
endmodule

==> reports/results.txt <==
Status: did not finish
Exit stage: clock tree synthesis
Error msg: [error] [KeplerFormal.cpp:679] Workflow failed: Iso has multiple drivers: .SDA0, SDA$_SDFFE_PP1P_.Q0
Fp_density: 0.202
Synthesized instance count: 152
Total CTS buffers: 3
Post-synth regs: 26
Syn avg cell area: 9.10 sq um
IO Pins: 19
Synth cell types: 47
Synth area leaders: dfxtp_1, nor2_1, mux2i_1, a211oi_1, xnor2_1
Register share after synthesis: 0.376
H-Tree Depth: 1
# port buffers: 17
Post-synth top area share: 0.376
Synthesis area per yosys: 1380 sq um
CTS sink count: 26
Area of the mapped netlist: 1380 sq um
Async SR Flop Fraction: 0
GPL Wtd Cong: 0.793
Setup repair bufs after CTS: 0
DP HPWL: 2200 um
Ys flop type: dfxtp_1
Most area-hungry cell type in the Yosys netlist: dfxtp_1
Die height: 104 um
Yosys warnings: 2
Bufs on Longest Clock Path: 2
Hold Buf Count CTS: 0
Most frequent cell after synthesis: dfxtp_1
Root Driver: clkbuf_8
Most common library cells after synthesis: dfxtp_1, nor2_1, a211oi_1, inv_1, mux2i_1
Number of synthesized flops with an enable pin: 0
Die width: 104 um
Row cnt: 30
Post-cts sizing count: 0
Placed instance area: 1640 sq um
Ys cells: 152
-- kinds of logic after synthesis --
| kind of cell | synth area share |
|---|---|
| buffers and inverters | 0.0534 |
| other | 0.00271 |
| multiplexers | 0.0986 |
| XOR/XNOR | 0.0507 |
| AND-OR/OR-AND | 0.179 |
| flip-flops | 0.376 |
| adder cells (fa/ha/maj) | 0.0272 |
| AND/OR/NAND/NOR | 0.212 |
-- through the flow --
stage	std cells	setup WS [ps]	hold slack, ps	power [mW]
after floorplan	152	847	442	0.538
after global placement	257	755	460	0.581
after detailed placement	257	696	468	0.583
Power and IR drop assume default switching activity.
